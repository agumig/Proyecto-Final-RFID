`design/flow/config.mk`:
```
export PLATFORM = sky130hd
export DESIGN_NAME = mill_modif_demod
export DESIGN_NICKNAME = mill_modif_demod
export VERILOG_FILES = /design/flow/design.v
export SDC_FILE = /design/flow/constraint.sdc
export NUM_CORES = 4
export LEC_CHECK = 1
export CORE_AREA = 10 10 70 70
export DIE_AREA = 0 0 80 80
```
`design/flow/constraint.sdc`:
```
current_design mill_modif_demod

set clk_period 1.1
set clk_io_pct 0.2

create_clock -name clk0 -period $clk_period [get_ports {clk}]

set non_clock_inputs [all_inputs -no_clocks]
set_input_delay [expr $clk_period * $clk_io_pct] -clock clk0 $non_clock_inputs
set_output_delay [expr $clk_period * $clk_io_pct] -clock clk0 [all_outputs]
```
`design/flow/design.v`:
```
module mill_modif_demod #(parameter N = 3)(clk, in_enable, in_data, out_data);
input clk;		 
input in_data;		 
input in_enable;	 
output reg out_data;	 
reg  [N-1:0] count;	 
reg etu;		 
reg pre_out;		 
  always @ (negedge clk, negedge in_enable) begin
      if(~in_enable) begin	 
	out_data <= 1'b0;
	etu <= 1'b0;	
	count <= {N{1'b0}};
	pre_out <= 1'b1;
      end else begin
      count <= count +1;
      if(~etu) begin
      pre_out = pre_out & in_data;	 
      end else begin
      pre_out = pre_out & ~in_data;	 
      end
      if(count == 3'b100) begin		 
      if(etu) begin			 
      out_data <= pre_out;		 
      pre_out <= 1'b1;			 
      end
	etu = ~ etu;			 
	count <= 3'b001;		 
      end
      end
  end
endmodule
```
`design/flow/run.sh`:
```
#!/bin/bash
# OpenROAD 26Q1-2900-gdf79404cd8, Yosys 0.63+post, stock flow scripts
make -C /OpenROAD-flow-scripts/flow DESIGN_CONFIG=/design/flow/config.mk WORK_HOME=/design/flow/orfs finish
```
==> flow_summary_export.csv <==
group,metric,value,unit
run_status,outcome,"finished with violations",
run_status,violations,"setup timing",
detailed_routing,dr_total_vias,201,
global_routing,grt_pass1_vias,243,
logic_synthesis,synth_flop_count,6,
worst_setup_path,worstSetupPathType,"flip-flop to primary output",
sta,setup_viol,3,
cts,cts_tree,"built",
hold_path,hp-class,"flip-flop to flip-flop",
die,fp_util,7.88,%
worst_setup_path,path_delay_family,"flip-flops",
sta,hold_viol_final,0,
cts,clk_pin_slew,40,ps
logic_synthesis,netlist_area,269,um2
die,chip_area,0.00640,mm2
logic_synthesis,ys_warn_count,1,
pwr,p_seq_share,46.8,%
worst_setup_path,r2r_cells,4,
logic_synthesis,ys_cells,22,
pwr,switchingPower,102,uW
worst_setup_path,endpoint_kind,"primary output",
worst_setup_path,worstPathArrival,1290,ps
cts,clock_path_buffers,2,
logic_synthesis,ys_types,13,
cts,cts.sinks,6,
pwr,swShare,21.4,%
global_routing,grt_pass1_wl,1060,um
worst_setup_path,r2r_start,"count[0]",
logic_synthesis,syn_avg_cell_area,12.2,um2
detailed_routing,drc,0,
sta,slew_headroom,85.1,%
worst_setup_path,critPathLaunchType,"flip-flop",
logic_synthesis,flop_cell,"dfrtn_1",
detailed_routing,antenna_cells,0,
pwr,p_total,477,uW
detailed_routing,via_per_inst,2.45,
pwr,pwr-share-comb,3.2,%
logic_synthesis,yosysTopAreaCellShare,46.5,%
worst_setup_path,slowest_stage,"dfrtn_1",
global_routing,grt_use_total,2.21,%
logic_synthesis,async_flop_share,100,%
cts,h-tree-depth,1,
worst_setup_path,crit_buf_inv,1,
cts,clockRootBuffer,"clkbuf_4",
logic_synthesis,synth.most_common_cell,"dfrtn_1",
global_routing,grt_max_degree,6,
pwr,peakVddDrop,0.303,mV
die,io_pins,4,
pwr,intPower,375,uW
detailed_routing,wl,558,um
worst_setup_path,required,880,ps
cts,insertion_delay,300,ps
sta,worst_pin_slew,223,ps
worst_setup_path,rrSetupSlack,-80,ps
pwr,cellPowerDensity,982,mW/mm2
logic_synthesis,top_area_cell,"dfrtn_1",
detailed_routing,drt_iter0_drc,10,
cts,numCtsBuffers,3,
logic_synthesis,common_cells,"dfrtn_1, inv_1, nand2_1, ha_1",
logic_synthesis,ys_seq_share,56.3,%
pwr,p_leak,0.221,nW
placed_design,gp_congestion,0.694,
worst_setup_path,worstPathCellList,"buf_2",
logic_synthesis,syn_inst,22,
flow_run,tool_warnings,30,
layout,area_delta_synth_final,80.5,%
logic_synthesis,topCellsByArea,"dfrtn_1, dfstp_2, ha_1",
global_routing,grt-ovfl-total,0,
sta,setup_tns,-504,ps
die,dieWidth,80,um
sta,rsz0062_at_grt,"true",
worst_setup_path,r2r-end,"out_data",
hold_path,min_from,"count[0]",
flow_run,cap_violations,0,
hold_path,hold_depth,2,
pwr,clkPwrFrac,49.9,%
worst_setup_path,cp_slowest_stage_delay,390,ps
worst_setup_path,path_max_fanout,2,
layout,drive_gt1_share,63.9,%
logic_synthesis,edf_count,0,
detailed_routing,routedWlPerCell,6.80,um
sta,finClkSkew,45.0,ps
die,rows,21,
detailed_routing,final_antenna_net_count,0,
logic_synthesis,ys_chip_area,269,um2
global_routing,antenna_found_initial,0,
sta,setup_ws,-414,ps
detailed_routing,dr.pass1.iters,2,
die,die_h,80,um
placed_design,portBuffers,3,
sta,drv_slew,0,
worst_setup_path,startpoint,"out_data",
hold_path,min_to,"count[1]",
cts,postCtsHoldBufs,0,
die,coreArea,0.00342,mm2
==> power by group through the flow <==
stage	Clock (mW)	Sequential (mW)	Combinational, mW
global route	0.269	0.223	0.0174
finish	0.238	0.223	0.0154
CTS	0.248	0.223	0.0158
==> through the flow <==
step / hold WS (ps) / setup WS, ps / instances / instance area, um2 / util [%]
6_report: 461 / -414 / 82 / 485 / 14.2
2_1_floorplan: 320 / -102 / 22 / 279 / -
3_5_place_dp: 440 / -679 / 76 / 404 / 11.8
5_1_grt: 489 / -455 / 82 / 485 / 14.2
4_1_cts: 450 / -424 / 81 / 463 / 13.6
3_3_place_gp: 434 / -663 / 76 / 404 / 11.8
==> cell families after synthesis <==
| group | synth area share (%) |
|---|---|
| AND/OR/NAND/NOR | 11.6 |
| flip-flops | 56.3 |
| buffers and inverters | 4.19 |
| multiplexers | 13.5 |
| adder cells (fa/ha/maj) | 9.30 |
| AND-OR/OR-AND | 1.86 |
| XOR/XNOR | 3.26 |
==> final cells by class <==
cell class | instances | area (um2)
clock buffers | 4 | 26.3
clock inverters | 1 | 3.75
fillers | 390 | 2930
inverters | 2 | 7.51
multi-input cells | 13 | 153
flip-flops and latches | 6 | 151
well taps | 46 | 57.6
repair buffers | 10 | 86.3
==> cell usage in the layout (no fill, tap or decap), types with 2 or more instances in the layout <==
cell	synthesis	final
dfrtn_1	5	5
buf_4	0	5
clkbuf_4	0	3
inv_2	0	2
nand2_1	3	2
mux2_4	1	2
ha_4	0	2
buf_6	0	2
==> worst max-delay path by stage <==
stage / endpoint / depth (start not counted)
CTS: out_data / 1
global route: out_data / 1
finish: out_data / 1
==> timing repair <==
action,in CTS,in global routing
buffers inserted,1,1
gates resized,12,5
setup endpoints to repair,4,6
pin swaps,0,2
==> metal layers <==
metal | up-vias | GRT usage, % | wire (um) | part of all wire, %
met5 | - | 0 | 0 | 0
met4 | 0 | 0.352 | 0 | 0
met3 | 0 | 2.61 | 91 | 16
met2 | 9 | 2.89 | 206 | 37
met1 | 91 | 2.29 | 260 | 47
li1 | 101 | - | - | -
==> sequential cells by signal, indices dropped and copies added, names as in the netlist <==
signal,count
pre_out,1
etu,1
out_data,1
count,3
Power figures rest on the tool's default switching activity, not on a simulated workload.
